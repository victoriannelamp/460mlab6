==> /design/flow/design.v <==
module seven_seg_display( input clk,
 input [4:0] bcd0, bcd1, bcd2, bcd3,   
 output a, b, c, d, e, f, g, dp,  
 output [3:0] an    
 );
localparam N = 17;  
reg [N-1:0]count;  
reg [4:0]sseg;  
reg [3:0]an_temp;  
reg [7:1] sseg_temp;  
initial 
begin 
count <= 0; 
end 
always @ (posedge clk)
begin
   count <= count + 1;
end
always @ (*)
 begin
  case(count[N-1:N-2])  
   2'b00 :   
    begin
     sseg = bcd0;
     an_temp = 4'b1110;
    end
   2'b01:   
    begin
     sseg = bcd1;
     an_temp = 4'b1101;
    end
   2'b10:   
    begin
     sseg = bcd2;
     an_temp = 4'b1011;
    end
   2'b11:   
    begin
     sseg = bcd3;
     an_temp = 4'b0111;
    end
  endcase
 end
assign an = an_temp;
always @ (*)
 begin
  case(sseg)
   5'd0 : sseg_temp = 7'b1000000;  
   5'd1 : sseg_temp = 7'b1111001;  
   5'd2 : sseg_temp = 7'b0100100;  
   5'd3 : sseg_temp = 7'b0110000;  
   5'd4 : sseg_temp = 7'b0011001;  
   5'd5 : sseg_temp = 7'b0010010;  
   5'd6 : sseg_temp = 7'b0000010;  
   5'd7 : sseg_temp = 7'b1111000;  
   5'd8 : sseg_temp = 7'b0000000;  
   5'd9 : sseg_temp = 7'b0010000;  
   5'h0A : sseg_temp = 7'b0001000;  
   5'h0B : sseg_temp = 7'b0000011;  
   5'h0C : sseg_temp = 7'b1000110;  
   5'h0D : sseg_temp = 7'b0100001;  
   5'h0E : sseg_temp = 7'b0000110;  
   5'h0F : sseg_temp = 7'b0001110;  
   5'h1F : sseg_temp = 7'b1111111;  
   default : sseg_temp = 7'b1111111;  
  endcase
 end
assign {g, f, e, d, c, b, a} = sseg_temp;  
assign dp = 1'b1;  
endmodule
module top(clk, rst,start,mode, si, a,b,c,d,e,f,g,an); 
input clk,rst,start; 
input [1:0] mode; 
output si, a, b, c, d, e, f, g;  
output [3:0] an; 
wire clk_1hz, pulse; 
wire [4:0] bcd0, bcd1, bcd2, bcd3;   
wire dp; 
pulse_gen_clk_div pulse_clk_div_inst(clk,rst,start,mode, pulse, clk_1hz);
tracker tracker_inst(pulse, rst, clk_1hz, sys_clk, si, bcd3, bcd2, bcd1, bcd0); 
seven_seg_display seven_seg_display_inst( clk, bcd0, bcd1, bcd2, bcd3, a, b, c, d, e, f, g, dp, an);
endmodule 
module pulse_gen_clk_div(clk,rst,start,mode, pulse, clk_1hz); 
input clk, rst, start; 
input [1:0] mode; 
output pulse, clk_1hz; 
reg [31:0] clk_var, hybrid;  
reg [31:0] r_reg, r_reg_1hz;
wire [31:0] r_nxt, r_nxt_1hz;
reg clk_track, clk_track_1hz;
reg [31:0] hybrid_array [10:0]; 
reg [31:0] hybrid_cnt; 
reg [31:0] hybrid_loop; 
reg [7:0] i; 
reg hybrid_sig; 
initial 
begin 
hybrid_array[0] <= 64'd2500000;  
hybrid_array[1] <= 64'd1562500;  
hybrid_array[2] <= 64'd757575;  
hybrid_array[3] <= 64'd1923076;  
hybrid_array[4] <= 64'd714285;  
hybrid_array[5] <= 64'd1666666;  
hybrid_array[6] <= 64'd2500000;  
hybrid_array[7] <= 64'd1666666;  
hybrid_array[8] <= 64'd1562500;  
hybrid <=0; 
hybrid_cnt <=0; 
hybrid_loop <= 0; 
i <= 0; 
hybrid_sig <= 0; 
end 
always @(posedge clk)
begin 
case (mode)
	2'b00: clk_var <= 64'd1562500;    
	2'b01: clk_var <= 64'd781250;    
	2'b10: clk_var <= 64'd390625;    
	2'b11: begin 
			clk_var <= hybrid;
			hybrid_sig <=1; 
		   end 
endcase
end 
 assign r_nxt = r_reg+1;   	      
 assign pulse = (start == 1)? clk_track : 1'b0;
always @(posedge clk)
begin
  if (rst)
     begin
        r_reg <= 0;
	clk_track <= 1'b0;
     end
  else if (r_nxt == clk_var)
 	   begin
	     r_reg <= 0;
	     clk_track <= ~clk_track;
	   end
  else 
      r_reg <= r_nxt;
end
always @(posedge clk_1hz)
begin 
if(rst == 1 || hybrid_sig == 0) begin hybrid_cnt <= 0; i<= 0;  end 
else hybrid_cnt <= hybrid_cnt +1; 
if(hybrid_cnt <= 9) begin i <= 0; hybrid <= hybrid_loop; end
else if(hybrid_cnt < 74) begin hybrid <= 64'd714285; end  
else if(hybrid_cnt < 80) begin hybrid <= 64'd1470588; end  
else if(hybrid_cnt < 144) begin hybrid <= 64'd403225; end  
else hybrid <= 0; 
for(i = 0 ; i < 8'd9; i = i + 1)
begin 
hybrid_loop <= hybrid_array[i];
end 
end 
 assign r_nxt_1hz = r_reg_1hz+1;   	      
 assign clk_1hz =  clk_track_1hz; 
always @(posedge clk)
begin 
  if (rst)
     begin
        r_reg_1hz <= 0;
	clk_track_1hz <= 1'b0;
     end
  else if (r_nxt_1hz == 64'd50000000)  
 	   begin
	     r_reg_1hz <= 0;
	     clk_track_1hz <= ~clk_track_1hz;
	   end
  else 
      r_reg_1hz <= r_nxt_1hz;
end 
endmodule 
module tracker(step_clk, reset, one_Hz_clk, sys_clk, si, bcd3, bcd2, bcd1, bcd0); 
input step_clk, reset, one_Hz_clk, sys_clk;
output si;
output [4:0] bcd3, bcd2, bcd1, bcd0;
reg [30:0] step_counter; 
reg [31:0] shift_register;
reg [30:0] steps_in_one_sec_counter;
reg [30:0] up_to_nine_sec_counter;
reg [3:0] steps_over_32_per_sec_counter;
wire one_Hz_clk_SP, adder_sel, adder_in, clk_sel, first_nine_sec_pulse; 
wire [4:0] step_counter_bcd3, step_counter_bcd2, step_counter_bcd1, step_counter_bcd0;
wire [4:0] distance_covered_bcd3, distance_covered_bcd2, distance_covered_bcd1, distance_covered_bcd0; 
always @(posedge step_clk or posedge reset) 
begin
	if(reset == 1'b1) step_counter <= 31'b0;
	else step_counter <= step_counter + 1;
end
assign si = (step_counter > 9999) ?	1'b1 : 1'b0;
assign step_counter_bcd0 = (step_counter > 9999) ? 5'd9 : (step_counter % 10); 
assign step_counter_bcd1 = (step_counter > 9999) ? 5'd9 : ((step_counter/10) % 10);
assign step_counter_bcd2 = (step_counter > 9999) ? 5'd9 : ((step_counter/100) % 10);
assign step_counter_bcd3 = (step_counter > 9999) ? 5'd9 : ((step_counter/1000) % 10);
always @(posedge step_clk)
begin
	shift_register <= {11'b0, step_counter[30:10]};  
end													 
assign distance_covered_bcd3 = 5'd0;
assign distance_covered_bcd2 = shift_register[5:1];  
assign distance_covered_bcd1 = 5'h1F;  
assign distance_covered_bcd0 = (shift_register[0] == 1'b1) ? 5'd5 : 5'd0;
single_pulse single_pulser(sys_clk, one_Hz_clk, one_Hz_clk_SP);
always @(posedge step_clk or posedge reset or posedge one_Hz_clk_SP)   
begin
	if(reset == 1'b1) steps_in_one_sec_counter <= 31'b0;
	else if(one_Hz_clk_SP) steps_in_one_sec_counter <= 31'b0;
	else steps_in_one_sec_counter <= steps_in_one_sec_counter + 1;
end
always @(posedge one_Hz_clk_SP or posedge reset)  
begin
	if(reset == 1'b1) up_to_nine_sec_counter <= 31'b0;
	else up_to_nine_sec_counter <= up_to_nine_sec_counter + 1;
end
always @(posedge first_nine_sec_pulse or posedge reset)  
begin
	if(reset == 1'b1) steps_over_32_per_sec_counter <= 4'b0;
	else steps_over_32_per_sec_counter <= steps_over_32_per_sec_counter + adder_in;
end
assign adder_sel = (steps_in_one_sec_counter > 32) ? 1'b1 : 1'b0;
assign clk_sel = (up_to_nine_sec_counter < 9) ? 1'b1 : 1'b0;
assign adder_in = adder_sel ? 1'b1 : 1'b0;
assign first_nine_sec_pulse = clk_sel ? one_Hz_clk_SP : 1'b0;
endmodule 
module AND(a, b, out);
input a, b;
output out;
assign out = a & b;
endmodule
module DFF(clk, d, q, q_bar);
input clk, d;
output q, q_bar;
reg q, q_bar;
always @(posedge clk)
begin
  q <= d;
  q_bar <= ~d;
end
endmodule
module debounce(clk, D, SYNCPRESS);
input clk, D;
output SYNCPRESS;
DFF flop1(clk, D, flop1_Q, unused1);
DFF flop2(clk, flop1_Q, SYNCPRESS, unused2);
endmodule
module single_pulse(clk, press, SP);
input clk, press;
output SP;
debounce debouncer(clk, press, sync_press);
DFF flip_flop(clk, sync_press, unused, q_bar);
AND and_gate(sync_press, q_bar, SP);
endmodule
==> /design/flow/run.sh <==
#!/bin/bash
# OpenROAD 26Q1-2900-gdf79404cd8, Yosys 0.63+post, stock flow scripts
make -C /OpenROAD-flow-scripts/flow DESIGN_CONFIG=/design/flow/config.mk WORK_HOME=/design/flow/orfs finish
==> /design/flow/config.mk <==
export PLATFORM = sky130hd
export DESIGN_NAME = top
export DESIGN_NICKNAME = top
export VERILOG_FILES = /design/flow/design.v
export SDC_FILE = /design/flow/constraint.sdc
export NUM_CORES = 4
export LEC_CHECK = 1
export CORE_UTILIZATION = 50
==> /design/flow/constraint.sdc <==
current_design top

set clk_period 5.3
set clk_io_pct 0.2

create_clock -name clk0 -period $clk_period [get_ports {clk}]

set non_clock_inputs [all_inputs -no_clocks]
set_input_delay [expr $clk_period * $clk_io_pct] -clock clk0 $non_clock_inputs
set_output_delay [expr $clk_period * $clk_io_pct] -clock clk0 [all_outputs]
==> impl_metrics.toml <==
# yosys + openroad results
[outcome]
outcome = "finished clean"

[synthesis]
syn_area_sq_mm = 0.00850
synth-edff-count = 1
yosysUniqueCellTypes = 71
seq_area_frac_synth_pct = 44.5
aoi_share_pct = 6.05
ys_sh_simple_pct = 28.3
ys_chip_area_sq_mm = 0.00850
yosysWarnings = 31
async_flop_share_pct = 17.1
yosys.area_share.xor_xnor_pct = 15.7
synth.area.mux_share_pct = 0.853
syn_area_per_cell_sq_um = 9.09
ys_ff = 181
post_synth_inst_count = 936
ys_top_logic_family = "simple AND/OR/NAND/NOR gates"
ys_sh_adder_pct = 1.18
ys_cells = 936
ff_type = "dfxtp_1"

[worst_hold_path]
worstHoldPathCells = 1
min_to = "seven_seg_display_inst.count[0]$_DFF_P_"
hp-start = "seven_seg_display_inst.count[0]$_DFF_P_"
hold_class = "flop to flop"

[die]
die_y_um = 132
ios = 17
die_area_sq_mm = 0.0175
dieWidth_um = 132
fp_util_pct = 51.3
num_rows = 47
fp.coreArea_sq_mm = 0.0166

[placement]
dpl_cell_area_sq_mm = 0.00875
place.gp.congestion = 0.887
port_buffers = 9
pre_cts_ws_ns = 1.71
post-dp-hpwl_um = 11400

[detailed_routing]
num_vias = 6317
dr.pass1.iters = 5
vias_per_cell = 5.46
n_antenna_cell = 0
drt-initial-drc-count = 501
route.detailed.wl_per_inst_um = 13.6
drc = 0
ant_nets = 0
drt_wl_total_um = 15700

[worst_setup_path]
reg2reg_from = "pulse_clk_div_inst.r_reg[0]$_SDFF_PP0_"
rr_endpoint = "pulse_clk_div_inst.r_reg[4]$_SDFF_PP0_"
r2r_setup_slack_ns = 1.70
critical_path_class = "flop to flop"
endpoint_kind = "flop"
worstPathMaxFanout = 15
critPathLaunchType = "flop"
ff2ff_path_depth = 9
cp_data_required_time_ns = 5.51
crit_arrival_ns = 3.81

[global_routing]
first_global_vias = 5921
antenna_found_initial = 0
grt_use_total_pct = 19.5
overflow = 0
grt_max_degree = 49
grt_first_pass_wirelength_um = 27800

[clock_tree]
hold_buffers = 0
cts-root-buf = "clkbuf_16"
cts_buffers = 9
cts_tree = "yes"
post_cts_buffers = 0
post_cts_resized = 0
htreeDepth = 3
cts.reportedPaths.clkPinSlew_ns = 0.07
cts_buffer_depth = 2
clkLatencyLatePin_ns = 0.34

[pwr]
seq_power_share_pct = 51.5
switching_share_pct = 21.8
pwr-share-comb_pct = 4.0
p_switching_w = 0.000338
clock_power_share_pct = 44.5
peakVddDrop_mv = 0.161
p_total_w = 0.00155
p_leak_nw = 3.36
intPower_w = 0.00121
power_density_mw_per_mm2 = 170

[cells_and_area]
final_common_cell = "dfxtp_1"
drive_above_1_share_pct = 4.58
syn_to_final_growth_pct = 6.66
logic_area_sq_mm = 0.00447
layout_top_cells = "dfxtp_1, nor2_1, xnor2_1"
final_area_sq_mm = 0.00907
fillers = 1468
seq_area_sq_mm = 0.00379

[timing]
fin_crit_sh_pct = 67.9
fmax_mhz = 278
hold_viol_final = 0
whs_ns = 0.443
worst_slack_ns = 1.70
max_slew.worst_pin.slew_ns = 0.874
period_minus_slack_ns = 3.60
slew_headroom_pct = 41.7
fin_worst_skew_ns = 0.00763
final_max_slew_viol_count = 0
unconstrained_endpoints = 78
rsz0062_at_grt = "no"
unclocked_pins = 78
final.setup.tns_ns = 0
finalSetupViolCount = 0

[flow_run]
openroad.warnings = 28
max_cap_violations = 0
routing by layer:
layer / vias up / wire [um] / part of all wire, % / global-route usage (%)
li1: 3244 / - / - / -
met1: 2976 / 8130 / 52 / 31.6
met2: 86 / 6970 / 44 / 30.4
met3: 11 / 461 / 2.9 / 2.15
met4: 0 / 175 / 1.1 / 1.92
met5: - / 0 / 0 / 0
power by group through the flow:
| stage | sequential (W) | combinational, W | clock [W] |
|---|---|---|---|
| 4_1_cts | 0.000796 | 0.0000633 | 0.000704 |
| 5_1_grt | 0.000798 | 0.0000704 | 0.000735 |
| 6_report | 0.000796 | 0.0000619 | 0.000688 |
cells by family (layout without fill, tap and decap cells):
family,after synthesis,count (layout)
adder cells (fa/ha/maj),8,8
flip-flops,181,181
multiplexers,7,7
other,2,9
buffers and inverters,58,53
XOR/XNOR,148,148
AND/OR/NAND/NOR,460,460
AND-OR/OR-AND,72,72
Yosys cell counts, types with 21 or more instances:
cell type | number | area share [%]
nand4_1 | 46 | 3.4
dfrtp_1 | 31 | 9.1
xor2_1 | 58 | 6.0
and3_1 | 24 | 1.8
inv_1 | 21 | 0.93
nor3_1 | 43 | 2.5
nor2_1 | 104 | 4.6
dfxtp_1 | 149 | 35
nor4_1 | 22 | 1.6
xnor2_1 | 87 | 9.0
nand3_1 | 57 | 3.4
nand2_1 | 82 | 3.6
worst max path at each step:
| stage | start | end | slack (ns) | cells after the start |
|---|---|---|---|---|
| 5_1_grt | pulse_clk_div_inst.r_reg[0]$_SDFF_PP0_ | pulse_clk_div_inst.r_reg[1]$_SDFF_PP0_ | 1.43 | 9 |
| 6_report | pulse_clk_div_inst.r_reg[0]$_SDFF_PP0_ | pulse_clk_div_inst.r_reg[4]$_SDFF_PP0_ | 1.70 | 9 |
| 4_1_cts | pulse_clk_div_inst.r_reg[0]$_SDFF_PP0_ | pulse_clk_div_inst.r_reg[4]$_SDFF_PP0_ | 1.69 | 9 |
critical path: stages (launching register included):
cell	delay (ns)
dfxtp_1	0.42
ha_1	0.26
and3_1	0.26
nand4_2	0.33
nor4_1	0.43
xor2_1	0.14
or4_1	0.59
nor4_4	0.63
buf_4	0.33
nor3_1	0.08
cell type report:
class	instances	share of cell area (%)
clock buffer	11	2.80
timing repair buffer	16	1.57
multi-input combinational	704	49.3
sequential	181	41.8
inverter	21	0.869
tap	220	3.03
clock inverter	5	0.703
per-stage QoR:
stage                     utilization, %  std cells
after floorplan                        -        943
after global placement              52.8       1142
after detailed placement            52.8       1142
after CTS                           54.7       1158
after global routing                54.7       1158
final                               54.7       1158
No activity file was given, so power comes from the tool's default toggle rates.
